### /design/flow/constraint.sdc
current_design rtl

set clk_period 11.4
set clk_io_pct 0.2

create_clock -name clk0 -period $clk_period [get_ports {clock}]

set non_clock_inputs [all_inputs -no_clocks]
set_input_delay [expr $clk_period * $clk_io_pct] -clock clk0 $non_clock_inputs
set_output_delay [expr $clk_period * $clk_io_pct] -clock clk0 [all_outputs]
### /design/flow/config.mk
export PLATFORM = sky130hd
export DESIGN_NAME = rtl
export DESIGN_NICKNAME = rtl
export VERILOG_FILES = /design/flow/design.v
export SDC_FILE = /design/flow/constraint.sdc
export NUM_CORES = 4
export LEC_CHECK = 1
export CORE_UTILIZATION = 40
### /design/flow/run.sh
#!/bin/bash
# OpenROAD 26Q1-2900-gdf79404cd8, Yosys 0.63+post, stock flow scripts
make -C /OpenROAD-flow-scripts/flow DESIGN_CONFIG=/design/flow/config.mk WORK_HOME=/design/flow/orfs finish
### /design/flow/design.v
module controller(clear, load, reset, clock);
output reg[0:0] clear;
output reg[0:0] load;
input wire reset;
input wire clock;
reg[0:0] current_state;
reg[0:0] next_state;
parameter S0 = 1'b0,
		  S1 = 1'b1;
initial begin
	current_state <= S0;
end
always @(reset, current_state) begin
	case(current_state)
		S0: begin
			if(reset == 0) begin
				next_state <= S1;
			end
			else begin
				next_state <= S0;
			end
		end
		S1: begin
			if(reset == 0) begin
				next_state <= S1;
			end
			else begin
				next_state <= S0;
			end
		end
	endcase
end
always @(reset, current_state) begin
	case(current_state)
		S0: begin
			clear <= 1'b1;
			load <= 1'b0;
		end
		S1: begin
			clear <= 1'b0;
			load <= 1'b1;
		end
	endcase
end	
always @(posedge clock) begin
    current_state <= next_state; 
end
endmodule
module datapath(min, max, data, clear, load, clock);
output reg signed[0:31] min;
output reg signed[0:31] max;
input wire signed[0:31] data;
input wire clear;
input wire load;
input wire clock;
always @(posedge clock) begin
	if (clear == 0 && load == 1) begin
		if (data > max) max <= data;	
		if (data < min) min <= data;
	end
	if(clear == 1) begin
		max <= -32'd2147483648;
		min <= 32'd2147483647;	
	end
end
endmodule
module rtl(max, min, reset, data, clock);
output wire signed[0:31] max;
output wire signed[0:31] min;
wire clear;
wire load;
input wire signed[0:31] data;
input wire[0:0] reset;
input wire clock;
controller ctrl(clear, load, reset, clock);
datapath dp(min, max, data, clear, load, clock);
endmodule
==> Slide: Implementation Results <==
Run Summary

Outcome
  • Outcome: finished, final reports clean

Route
  • Detailed Route Iter0 Violations: 150
  • DR DRC count: 0
  • # diodes: 0
  • Routed vias/inst: 5.14
  • Wire per inst: 14.1 um
  • Antenna viol nets, final: 0
  • Total Wirelength: 9540 um
  • Vias: 3477
  • Pre-Repair DR Iteration Count: 4

Clocking
  • TritonCTS clock tree: yes
  • CTS Buf Count: 9
  • Clock Tree Buf Depth: 2
  • Worst skew pair latency: 0.34 ns
  • # Post-CTS Setup Buffers: 0
  • Resized Gates After CTS: 0
  • H-tree levels: 3
  • Clk sinks: 65
  • Clk root buf: clkbuf_8
  • Post-CTS Hold Buffers: 0
  • Worst-path clk slew: 0.06 ns

Timing
  • F_max: 193 MHz
  • Least-Margin Pin Slew: 0.887 ns
  • PnR worst setup slack: 6.21 ns
  • TNS Setup: 0 ns
  • RSZ-0062 raised after global routing: no
  • Final hold viol count: 0
  • Final Critical Period: 5.19 ns
  • Final Max-Slew Violation Tally: 0
  • Clock Skews: 0.00927 ns
  • Slew Limit Headroom: 0.408
  • Post-layout period usage of the worst path: 0.455
  • Setup violations, final: 0

Floorplan
  • Pre-Place Util: 0.417
  • Die Y: 101 um
  • # rows: 35
  • Die ar.: 0.0101 mm^2
  • IO Count: 98
  • Core Area: 0.00933 mm^2
  • Chip width: 101 um

GRT
  • Global-route usage over all layers: 0.199
  • Largest net degree at the start of global routing: 33
  • Global-route wire length before repair: 15500 um
  • Antenna violations before repair: 0
  • Gr ovfl total: 0
  • Vias in the first global route: 3145

Critical path
  • Crit path cell chain: clkdlybuf4s50_1 -> ha_1 -> a21o_1 -> nand3_1 -> a21oi_1 -> or4_4 -> a32oi_2 -> buf_4 -> nor2_1 -> a221o_1
  • Critical path's top delay family: AND-OR/OR-AND gates
  • Crit-path max FO: 17
  • Max stage delay on crit path: 0.72 ns
  • CP arrival: 5.41 ns
  • Setup CP Type: input port to flip-flop
  • Crit. End Element: flip-flop
  • Critical path required time: 11.62 ns
  • Critical path buffers and inverters: 2
  • Crit-path slowest cell: a32oi_2
  • Startpoint types: input port

Synthesis
  • Unique masters post-synth: 33
  • Synthesized area: 0.00389 mm^2
  • Number of cells in Yosys stat: 450
  • Syn Area/Cell: 8.64 um^2
  • Yosys stat chip area: 0.00389 mm^2
  • Synth Instances: 450
  • Syn. warnings: 2
  • Post-synth seq share: 0.335
  • Synth flops: 65

Place
  • GPL Wtd Cong: 0.824
  • HPWL Detailed: 7110 um
  • Setup WS pre-CTS: 5.87 ns
  • Quantity of I/O buffers inserted on ports: 97

Power and ir drop
  • Leakage: 2.29 nW
  • Peak VDD IR: 0.0000898 V
  • Pwr Density: 178 mW/mm^2

Hold path
  • Hold Path Class: flip-flop to flip-flop

Run
  • MaxCap Viol Count: 0
  • Tool warning count: 25

Final layout
  • Area delta synth->final: 32.5%
  • Share of layout cells above drive strength 1: 0.0456
==> synthesized netlist by cell type <==
| cell | instances | area [um^2] |
|---|---|---|
| nand2_2 | 1 | 6.26 |
| a32oi_2 | 1 | 16.3 |
| a221oi_1 | 3 | 26.3 |
| ha_1 | 63 | 788 |
| mux2i_1 | 1 | 10.0 |
| nor2_1 | 34 | 128 |
| mux2i_2 | 1 | 13.8 |
| buf_6 | 6 | 67.6 |
| a211oi_2 | 1 | 12.5 |
| nor2b_1 | 4 | 25.0 |
| a221o_1 | 31 | 310 |
| nor4_1 | 4 | 25.0 |
| nor3_1 | 2 | 10.0 |
| nand4_1 | 10 | 62.6 |
| nand3_1 | 11 | 55.1 |
| a211oi_1 | 3 | 22.5 |
| a21o_1 | 3 | 22.5 |
| nor3b_1 | 1 | 7.51 |
| nand4b_1 | 1 | 8.76 |
| a2111o_1 | 1 | 11.3 |
| o21ai_0 | 10 | 50.1 |
| clkbuf_1 | 10 | 37.5 |
| a31oi_1 | 1 | 6.26 |
| nand2_1 | 48 | 180 |
| a21oi_1 | 26 | 130 |
| o211ai_1 | 32 | 240 |
| a2111oi_0 | 1 | 8.76 |
| a41oi_1 | 1 | 8.76 |
| o32ai_1 | 1 | 8.76 |
| dfxtp_1 | 65 | 1300 |
| buf_2 | 3 | 15.0 |
| or4_4 | 1 | 11.3 |
| inv_1 | 69 | 259 |
==> cell usage in the layout, fill, tap and decap left out, types with 5 or more instances in the layout <==
cell type | Yosys | routed
dfxtp_1 | 65 | 65
o211ai_1 | 32 | 32
a221o_1 | 31 | 31
o21ai_0 | 10 | 10
nand2_1 | 48 | 48
nand3_1 | 11 | 11
a21oi_1 | 26 | 25
clkbuf_8 | 0 | 11
nor2_1 | 34 | 34
ha_1 | 63 | 63
buf_4 | 0 | 5
clkdlybuf4s50_1 | 0 | 97
inv_1 | 69 | 69
nand4_1 | 10 | 10
==> layer usage <==
layer | up-vias | part of all wire | GRT usage | wire, um
met4 | 0 | 0.0095 | 0.0178 | 91
met3 | 7 | 0.049 | 0.0388 | 470
met1 | 1588 | 0.51 | 0.314 | 4890
li1 | 1805 | - | - | -
met2 | 77 | 0.43 | 0.300 | 4090
met5 | - | 0 | 0 | 0
==> logic make-up after synthesis <==
| family | count (synthesis) | synth area share |
|---|---|---|
| and+or+nand+nor | 117 | 0.134 |
| AOI/OAI and AO/OA | 115 | 0.225 |
| buffers and inverters | 88 | 0.0976 |
| DFF | 65 | 0.335 |
| adders and majority gates | 63 | 0.203 |
| muxes | 2 | 0.00612 |
==> power breakdown <==
group	total, W	switching [W]	leakage (nW)	internal (W)
registers	0.000323	0.0000392	0.539	0.000284
logic	0.000393	0.000184	1.64	0.000210
clock network	0.000199	0.0000882	0.102	0.000111
total	0.000916	0.000311	2.29	0.000605
==> registers in the layout, indices dropped and copies added (netlist names) <==
signal	count
ctrl.current_state	1
dp.max	32
dp.min	32
==> metrics by stage <==
step	hold slack, ns	utilization	cells	total power [W]	instance area (um^2)
final	0.482	0.552	677	0.000916	5150
after CTS	0.485	0.552	677	0.000926	5150
after global placement	0.473	0.531	662	0.000717	4950
after global routing	0.542	0.552	677	0.000990	5150
after floorplan	0.433	-	450	0.000545	3890
after detailed placement	0.472	0.531	662	0.000720	4950
==> worst paths after layout <==
| check | from | endpoint | depth (start not counted) | slack (ns) |
|---|---|---|---|---|
| worst max-delay path | data[6] | dp.max[30] | 10 | 6.21 |
| worst min-delay path | dp.min[0] | dp.min[0] | 2 | 0.48 |
| worst max register to register | dp.max[6] | dp.max[30] | 10 | 8.22 |
| worst min register to register | dp.min[0] | dp.min[0] | 2 | 0.48 |
==> worst min-delay path, stage by stage, from the launching register on <==
cell	delay, ns
dfxtp_1	0.32
nand2_1	0.05
o21ai_0	0.06
==> layout make-up <==
type | instances | area, um^2
fill | 837 | 4180
multi-input combinational | 297 | 2220
sequential | 65 | 1300
timing repair buffer | 102 | 1010
inverter | 69 | 259
tap | 129 | 161
clock buffer | 12 | 155
clock inverter | 3 | 40.0
No activity file was given, so power comes from the tool's default toggle rates.
