## design/flow/config.mk

```make
export PLATFORM = sky130hd
export DESIGN_NAME = source
export DESIGN_NICKNAME = source
export VERILOG_FILES = /design/flow/design.v
export SDC_FILE = /design/flow/constraint.sdc
export NUM_CORES = 4
export LEC_CHECK = 1
export CORE_AREA = 10 10 70 70
export DIE_AREA = 0 0 80 80
```

## design/flow/constraint.sdc

```tcl
current_design source

set clk_period 1.0
set clk_io_pct 0.2

create_clock -name clk0 -period $clk_period [get_ports {clk}]

set non_clock_inputs [all_inputs -no_clocks]
set_input_delay [expr $clk_period * $clk_io_pct] -clock clk0 $non_clock_inputs
set_output_delay [expr $clk_period * $clk_io_pct] -clock clk0 [all_outputs]
```

## design/flow/design.v

```verilog
`timescale 1ns / 1ns
module source(y, stateReg, nextStateReg, x, rst, clk);
output reg [1:0]y;
input wire x;
input wire rst;
input wire clk;
parameter S0 = 4'b0000,
	S1 = 4'b0101,
	S2 = 4'b1010,
	S3 = 4'b0011,
	S4 = 4'b0001,
	S5 = 4'b0110,
	S6 = 4'b0100,
	S7 = 4'b1000,
	S8 = 4'b0111;
output reg [3:0] stateReg;
output reg [3:0] nextStateReg;
always@(x, stateReg) begin
	case(stateReg)
		S0: begin
			if(x == 0) begin
				nextStateReg <= S0;
			end
			else begin
				nextStateReg <= S1;
			end
			y <= 2'b00;
		end
		S1: begin
			if(x == 0) begin
				nextStateReg <= S2;
			end
			else begin
				nextStateReg <= S1;
			end
			y <= 2'b00;
		end
		S2: begin
			if(x == 0) begin
				nextStateReg <= S3;
			end
			else begin
				nextStateReg <= S6;
			end
			y <= 2'b00;
		end
		S3: begin
			if(x == 0) begin
				nextStateReg <= S4;
			end
			else begin
				nextStateReg <= S1;
			end
			y <= 2'b00;
		end
		S4: begin
			if(x == 0) begin
				nextStateReg <= S0;
			end
			else begin
				nextStateReg <= S5;
			end
			y <= 2'b00;
		end
		S5: begin
			if(x == 0) begin
				nextStateReg <= S2;
			end
			else begin
				nextStateReg <= S1;
			end
			y <= 2'b01;
		end
		S6: begin
			if(x == 0) begin
				nextStateReg <= S7;
			end
			else begin
				nextStateReg <= S1;
			end
			y <= 2'b00;
		end
		S7: begin
			if(x == 0) begin
				nextStateReg <= S3;
			end
			else begin
				nextStateReg <= S8;
			end
			y <= 2'b00;
		end
		S8: begin
			if(x == 0) begin
				nextStateReg <= S7;
			end
			else begin
				nextStateReg <= S1;
			end
			y <= 2'b11;
		end
	endcase
end
always@(posedge clk) begin
	if(rst) begin
		stateReg <= S0;
	end
	else begin
		stateReg <= nextStateReg;
	end
end
endmodule
```

## design/flow/run.sh

```bash
#!/bin/bash
# OpenROAD 26Q1-2900-gdf79404cd8, Yosys 0.63+post, stock flow scripts
make -C /OpenROAD-flow-scripts/flow DESIGN_CONFIG=/design/flow/config.mk WORK_HOME=/design/flow/orfs finish
```

==> impl_metrics.toml <==
# flow metrics
[run_status]
status = "finished, final reports clean"

[grt]
track_usage_pct = 2.30
antenna_found_initial = 0
grt_pass1_wl_um = 1180
grt_max_degree = 10
grt_pass1_vias = 259
grt_overflow = 0

[drt]
viasPerCell = 3.12
drt_iter0_drc = 9
drc = 0
drt_pre_antenna_iters = 4
ant_nets = 0
finalWirelength_um = 819
num_vias = 309
wl_per_cell_um = 8.27
num_antenna_cells = 0

[sta]
relSlewSlack_pct = 81.9
post-route-worst-setup-slack_ns = 0.0756
finalCritPeriodShare_pct = 92.4
fmax_ghz = 1.08
finalCriticalPeriod_ns = 0.924
unclocked_regs = 6
rsz0062_at_grt = "false"
setup_violations = 0
hold_viol_final = 0
report.final.slew_viol_count = 0
untimed_endpoints = 12
tns_ns = 0
worst_slew_pin_slew_ns = 0.271

[placed_design]
dp_hpwl_um = 667
numPlacedInstances = 96
portBuffers = 12
place_congestion = 0.705
dpl_worst_slack_ns = 0.0160
placed_area_sq_um = 532

[finish]
fin_cells = 99
logic_area_sq_um = 146
syn_to_final_growth_pct = 68.0
fillers = 382
layout-drive-gt1-share_pct = 24.5
design_area_sq_um = 559
seq_area_sq_um = 175

[synth]
top_area_cell = "dlxtn_1"
top_area_share_pct = 27.1
edf_count = 0
common_cells = "dlxtn_1 (6), nor2b_1 (6), dfxtp_1 (4)"
yosys-top-cells-area = "dlxtn_1 (27%), dfxtp_1 (24%), nor2b_1 (11%), o221a_1 (3.4%), and3b_2 (3.0%)"
ys_area_sq_um = 333
ys.flop_type = "dlxtn_1"
synth_cell_types = 19
ys_cells = 36
async_flop_share_pct = 0
syn_area_sq_um = 333
synth_cells = 36
numSynthFlops = 10
yosysWarnings = 1
avgSynthCellArea_sq_um = 9.24

[run]
cap_violations = 0
tool_warnings = 25

[clock_network]
root_buffer = "clkbuf_4"
clk_path_buf_depth = 2
clk_pin_slew_ns = 0.04
cts_tree = "built"
postCtsSetupBuffers = 0
cts_buffers = 3
htree_levels = 1

[pwr]
cellLeakagePower_uw = 0.000223
fin_total_pwr_uw = 420
ir_drop_mv = 0.235
powerDensity_nw_per_um2 = 751

[worst_setup_path]
cp_max_fo = 2
slowest_stage = "dfxtp_2"
setup.worst_path.class = "reg2out"
critPathArrivalTime_ns = 0.72
slowest_delay_ns = 0.32
cp_num_buf_inv = 1
worstPathRequired_ns = 0.80
cp-end-kind = "output port"
critPathLaunchType = "flip-flop"
worstPathCellList = "clkdlybuf4s15_1"
crit_family = "flip-flops"

[floorplanning]
design.die.area_sq_um = 6400
row_count = 21
core-area_sq_um = 3420
die_h_um = 80
fp_util_pct = 9.74
die-width_um = 80
ioPinCount = 13

[hold_path]
hp-class = "in2reg"
layer usage:
metal  wire (um)  share of wire [%]  track usage (%)
met5           0                  0                0
met1         330                 40             2.41
met3         118                 14             1.48
met4           0                  0            0.352
met2         370                 45             3.85
path summary, 6_finish.rpt:
check             slack, ns                endpoint  cells past startpoint                   start
setup / recovery       0.08             stateReg[2]                      1  stateReg[2]$_SDFF_PP0_
hold / removal         0.58  stateReg[0]$_SDFF_PP0_                      2                     rst
final cells by class:
| type | count | share of cell area (%) |
|---|---|---|
| Sequential cell | 10 | 31.3 |
| Timing Repair Buffer | 16 | 26.8 |
| Multi-Input combinational cell | 22 | 26.2 |
| Tap cell | 46 | 10.3 |
| Clock buffer | 3 | 4.03 |
| Inverter | 2 | 1.34 |
sequential cells by signal, indices dropped and copies added (netlist names):
| register | cells |
|---|---|
| nextStateReg | 4 |
| stateReg | 4 |
| y | 2 |
repair_timing:
action                                  4_1_cts  5_1_grt
hold endpoints to repair                      0        0
hold buffers                                  0        0
gates cloned                                  0        0
endpoints found under the setup margin        4        4
resized                                       8        4
kinds of logic (layout without fill, tap and decap cells):
logic type / count (synthesis) / after routing / synth area share (%)
AND-OR/OR-AND: 6 / 6 / 13.2
XOR/XNOR: 1 / 1 / 2.63
buffers and inverters: 4 / 21 / 4.89
flip-flops: 4 / 4 / 24.1
latches: 6 / 6 / 27.1
AND/OR/NAND/NOR: 15 / 15 / 28.2
metrics by stage:
| stage | hold WS [ns] | utilization (%) |
|---|---|---|
| 2_1_floorplan | 0.272 | - |
| 3_3_place_gp | 0.822 | 15.6 |
| 3_5_place_dp | 0.822 | 15.6 |
| 4_1_cts | 0.574 | 16.2 |
| 5_1_grt | 0.581 | 16.4 |
| 6_report | 0.575 | 16.4 |
where the power goes:
part | switching, uW | leakage, uW | total [uW] | internal [uW]
clock network | 72.2 | 0.0000138 | 207 | 135
logic | 18.8 | 0.000128 | 43.0 | 24.1
registers | 1.79 | 0.0000813 | 170 | 168
total | 92.8 | 0.000223 | 420 | 327
cells in the final DEF, fill, tap and decap left out, types with 2 or more instances in the layout:
cell type and n:
dfxtp_2 4, nor2b_1 6, o21ai_0 2, buf_4 4
nor3_1 2, clkdlybuf4s15_1 4, nor2_1 2, dlxtn_1 6
inv_1 2, clkbuf_4 3, clkdlybuf4s50_1 8
Power and IR drop assume default switching activity.
